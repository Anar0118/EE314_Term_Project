`/design/flow/design.v`:
```
module Small_Game(
input clk,
input left,
input right,
input attack,
input reset,
output reg move_flag,
output reg directional_attack_flag,
output reg attack_flag,
output reg [2:0] state
);
reg[2:0] CS,NS;
localparam[2:0] S_IDLE = 0;
localparam S_Left = 1;
localparam S_Right = 2;
localparam S_Attack_start = 3;
localparam S_Attack_active = 4;
always@(*) begin: Next_State_Module
	case(CS)
		S_IDLE: begin
			if (attack)
				NS = S_Attack_start;
			else if (left)
				NS = S_Left;
			else if (right)
				NS = S_Right;
			else
				NS = S_IDLE;
		end
		S_Left: begin
			if (attack)
				NS = S_Attack_start;
			else if (left)
				NS = S_Left;
			else if (right)
				NS = S_Right;
			else
				NS = S_IDLE;
		end
		S_Right:begin
			if (attack)
				NS = S_Attack_start;
			else if (left)
				NS = S_Left;
			else if (right)
				NS = S_Right;
			else
				NS = S_IDLE;
		end
		S_Attack_start: NS = S_Attack_active;
		S_Attack_active: NS = S_IDLE;
		default: NS = S_IDLE;
	endcase
end
always@(posedge clk) begin: Current_State
	if (reset)
		CS <= S_IDLE;
	else
		CS <= NS;
end
always@(*) begin: Output
	move_flag = (CS == S_Left || CS == S_Right);
	directional_attack_flag = (attack && (CS == S_Left || CS == S_Right));
	attack_flag = (CS == S_Attack_start || CS == S_Attack_active);
	state = CS;
end
endmodule
```
`/design/flow/run.sh`:
```
#!/bin/bash
# OpenROAD 26Q1-2900-gdf79404cd8, Yosys 0.63+post, stock flow scripts
make -C /OpenROAD-flow-scripts/flow DESIGN_CONFIG=/design/flow/config.mk WORK_HOME=/design/flow/orfs finish
```
`/design/flow/constraint.sdc`:
```
current_design Small_Game

set clk_period 1.2
set clk_io_pct 0.2

create_clock -name clk0 -period $clk_period [get_ports {clk}]

set non_clock_inputs [all_inputs -no_clocks]
set_input_delay [expr $clk_period * $clk_io_pct] -clock clk0 $non_clock_inputs
set_output_delay [expr $clk_period * $clk_io_pct] -clock clk0 [all_outputs]
```
`/design/flow/config.mk`:
```
export PLATFORM = sky130hd
export DESIGN_NAME = Small_Game
export DESIGN_NICKNAME = Small_Game
export VERILOG_FILES = /design/flow/design.v
export SDC_FILE = /design/flow/constraint.sdc
export NUM_CORES = 4
export LEC_CHECK = 1
export CORE_AREA = 10 10 70 70
export DIE_AREA = 0 0 80 80
```
==> CHANGELOG.md <==
### Changed

* Number of global-route vias before repair at 203
* Clk Tree Root Cell: clkbuf_4
* Min-Delay Path Class: in -> reg
* Vias post-DR at 178
* Detailed route wirelength on metal2 at 155 microns
* Floorplan Core Area at 3420 sq um
* Relative contribution of sequential cells to total power at 29.5%
* Final antenna-violating net count at 0
* Weighted congestion reported at the end of routability-driven placement at 0.709
* Fin. Hold Viols at 0
* Number of fill cells at 399
* Worst slack after detailed placement at -0.517 ns
* Total number of H-tree levels at 1
* Cell count after synthesis at 16
* Avg Synthesized Cell Area at 8.37 sq um
* Number of distinct standard cells referenced by the synthesized netlist at 10
* Routed wire length on met3 at 163 microns
* IO buf count at 10
* Post-Layout Inst Area at 392 sq um
* Number of clock sinks at 3
* Worst Path Max Fanout at 4
* Synth Cell Area at 134 sq um
* Cell Area, Placed at 314 sq um
* GR Overflow Total at 0
* Clock Latency Late Sink at 0.24 ns
* Int Pwr at 0.293 mW
* Total of hold buffers inserted after clock tree synthesis at 0
* Switching power share of the total at 24.3%
* Arrival time at the worst endpoint at 1.00 ns
* Result of the run: complete, but fails checks
* Number of flip-flops in the largest register at 3
* Via/cell ratio at 2.17
* Total number of warnings across the stage logs at 27
* Setup violation total in the final timing report at 2
* Number of standard cells in the layout, taps in and fillers out at 82
* Top Metal Used: met3
* Dominant cells by area after synthesis: dfxtp_1 45%, nand2b_1 9.3%, nor2_1 8.4%
* Leakage dissipation at 0.171 nW
* First DRT Iteration DRCs at 1
* Post-placement cell count at 75
* Combinational Area at 98.8 sq um
* Share of the core filled by cells before placement at 3.92%
* Share of the synthesized area in the top cell type at 44.9%
* Number of core rows at 21
* Final setup skew at 0.000954 ns
* Post-route setup slack at -0.0384 ns
* Yosys stat cell total at 16
* Number of buffers inserted during clock tree synthesis at 3
* Startpoint kind of the worst setup timing path: flop
* Worst Path Class, Setup: reg -> out
* Part of the total power dissipated in the clock network at 46.8%
* Count of warnings emitted by yosys at 1
* Floorplan die area at 6400 sq um
* Clock Path Buffers at 2
* Clock Pin Slew Worst Setup and Hold Paths at 0.04 ns
* TritonCTS clock tree: done
* Peak supply drop at 0.287 mV
* Horizontal die dimension at 80 microns
* FF+latch count, synth at 3
* Relative contribution of combinational cells to total power at 23.7%
* Top flop regs: CS: 3 flops
* Register area share after synthesis at 44.9%
* Final Slew Violations at 0
* Relative max-transition margin at 89.4%
* Crit path DRT at 0.96 ns
* Total net switching power at 0.0941 mW
* Total power density per cell area at 989 nW/um^2
* Number of antenna violations at the first check in global routing at 0
* Sequential cell area at 68.8 sq um
* Number of placed I/O pins at 11
* Number of detailed-routing iterations run before antenna repair at 2
* Utilization after layout at 11.5%
* Endpoint class of the critical path: primary output
* Routed wire length per instance at 7.49 microns
* Time the final worst path needs with I/O delays and setup at 1.24 ns
* Transition at the pin with the smallest max-transition slack at 0.158 ns
* Failing checks: setup timing
* RSZ-0062 raised after global routing: true
* Total wire length after detailed routing at 614 microns
* Global Route Usage Sum at 2.22%
* Area figure in the yosys stat output at 134 sq um
* Cell taking the most area after synthesis: dfxtp_1
* MaxCap Viol Count at 0
* Register with the most flip-flops: CS
* Post-route met1 wirelength at 295 microns
* Area added between synthesis and finish at 193%
* Post-layout period usage of the worst path at 103%
* Wire length of the first global-routing pass at 1050 microns
* Pin count of the biggest net entering global routing at 5
* Die height at 80 microns
* Total DRC errors in the routed layout at 0
* Antenna diode count at 0
* Share of layout cells above drive strength 1 at 58.3%
* Maximum frequency from static timing analysis at 0.807 GHz
## area by class of cell
class | instances | share of cell area, %
repair buffers | 16 | 34.8
multi-input cells | 12 | 25.2
flip-flops and latches | 3 | 17.6
well taps | 46 | 14.7
clock buffers | 4 | 6.71
inverters | 1 | 0.958
## worst max-delay path, stage by stage (launching register included)
cell and delay (ns):
dfxtp_2 0.35, buf_6 0.11, nand2_2 0.06, o22ai_2 0.13, buf_2 0.11
## metal layers
metal / global-route usage, % / up-vias
li1: - / 95
met1: 2.53 / 69
met2: 2.17 / 14
met3: 3.30 / 0
met4: 0.352 / 0
met5: 0 / -
## power by group through the flow
stage / Combinational (mW) / Sequential (mW) / Clock (mW)
after CTS: 0.0867 / 0.114 / 0.184
after global routing: 0.103 / 0.115 / 0.196
final: 0.0919 / 0.114 / 0.181
## Yosys cell counts
cell type  n
nor3_1     2
nand2_1    1
xnor2_1    1
inv_1      1
o22ai_1    1
nand2b_1   2
a211o_1    1
a21oi_2    1
dfxtp_1    3
nor2_1     3
## through the flow
step	total power, mW	setup TNS, ns	hold slack, ns
global route	0.414	-0.163	0.437
CTS	0.384	-0.111	0.406
global placement	0.195	-0.721	0.495
floorplan	0.135	0	0.317
detailed placement	0.198	-0.764	0.518
finish	0.387	-0.0485	0.398
## cell families after synthesis
| logic type | Yosys count | synth area share, % |
|---|---|---|
| compound gates | 3 | 17.8 |
| xor+xnor | 1 | 6.54 |
| buf+inv | 1 | 2.80 |
| flops | 3 | 44.9 |
| simple gates | 8 | 28.0 |
## worst paths after layout
kind | to | slack (ns) | depth (start not counted) | start
hold reg to reg | CS[2] | 0.61 | 3 | CS[0]
setup reg to reg | CS[1] | 0.12 | 4 | CS[2]
hold / removal | CS[0] | 0.40 | 3 | attack
setup / recovery | attack_flag | -0.04 | 4 | CS[0]
## cells in the final DEF (no fill, tap or decap), drive strengths merged, types with 2 or more instances in the layout
cell type	count
buf	9
dlygate4sd2	4
clkbuf	4
nor2	3
clkdlybuf4s50	3
dfxtp	3
nor3	2
nand2b	2
## repair_timing
item                                    4_1_cts  5_1_grt
resized                                      22        4
pin swaps                                     4        1
setup buffers                                 3        0
endpoints found under the hold margin         0        0
endpoints found under the setup margin        6        3
Power is estimated from default activity; no workload was simulated.
