<file path="/design/flow/config.mk">
export PLATFORM = sky130hd
export DESIGN_NAME = Term_Project
export DESIGN_NICKNAME = Term_Project
export VERILOG_FILES = /design/flow/design.v
export SDC_FILE = /design/flow/constraint.sdc
export NUM_CORES = 4
export LEC_CHECK = 1
export CORE_UTILIZATION = 40
</file>
<file path="/design/flow/constraint.sdc">
current_design Term_Project

set clk_period 4.7
set clk_io_pct 0.2

create_clock -name clk0 -period $clk_period [get_ports {CLOCK_50}]

set non_clock_inputs [all_inputs -no_clocks]
set_input_delay [expr $clk_period * $clk_io_pct] -clock clk0 $non_clock_inputs
set_output_delay [expr $clk_period * $clk_io_pct] -clock clk0 [all_outputs]
</file>
<file path="/design/flow/design.v">
module Clock_Divider #(parameter DIVISOR = 2)
(
input clk,
input reset,
output reg clk_out
);
reg [31:0] count;
always @(posedge clk or posedge reset) begin
	if (reset) begin
		count <= 0;
		clk_out <= 0;
	end 
	else begin
		if (count >= (DIVISOR/2 - 1)) begin
			clk_out <= ~clk_out;
			count <= 0;
		end 
		else
			count <= count + 1;
   end
end
endmodule
module FSM (
  input            clk,          
  input            reset,        
  input            btn_left,     
  input            btn_right,    
  input				 btn_attack,
  output reg [9:0] x_pos,        
  output reg [2:0] state,        
  output reg		 attacking,
  output reg [3:0] attack_frame
);
localparam S_IDLE     = 3'd0;
localparam S_MOVE_FWD = 3'd1;
localparam S_MOVE_BWD = 3'd2;
localparam S_ATTACK   = 3'd3;
localparam S_ATTACK_SU= 3'd4;
localparam S_ATTACK_ACT= 3'd5;
localparam S_ATTACK_REC= 3'd6; 
localparam ATTACK_STARTUP = 5;   
localparam ATTACK_ACTIVE  = 2;   
localparam ATTACK_RECOVERY= 16;  
localparam ATTACK_TOTAL   = ATTACK_STARTUP + ATTACK_ACTIVE + ATTACK_RECOVERY; 
localparam MIN_X = 0;
localparam MAX_X = 640 - 64;   
localparam FWD_STEP = 3;
localparam BWD_STEP = 2;
reg [2:0]  nxt_state;
reg [9:0]  nxt_x;
reg        nxt_attacking;
reg [3:0]  nxt_attack_frame;
always@(*) begin
	nxt_state = state;
	nxt_x = x_pos;
	nxt_attacking = attacking;
   nxt_attack_frame = attack_frame;
	case (state)
	S_IDLE: begin
		if (btn_attack) begin
			nxt_state = S_ATTACK;
			nxt_attack_frame = 0;
			nxt_attacking = 1;
		end
		else if (btn_right) nxt_state = S_MOVE_FWD;
		else if (btn_left ) nxt_state = S_MOVE_BWD;
		else nxt_state = S_IDLE;
	end
	S_MOVE_FWD: begin
		nxt_x = x_pos + FWD_STEP;
		if (nxt_x > MAX_X) nxt_x = MAX_X;
		if (btn_attack) begin
			nxt_state = S_ATTACK;
			nxt_attack_frame = 0;
			nxt_attacking = 1;
		end
		else if (!btn_right) nxt_state = S_IDLE;
	end
	S_MOVE_BWD: begin
		if (x_pos > BWD_STEP) nxt_x = x_pos - BWD_STEP;
		else nxt_x = MIN_X;
		if (btn_attack) begin
        nxt_state = S_ATTACK;
        nxt_attack_frame = 0;
        nxt_attacking = 1;
      end
		if (!btn_left) nxt_state = S_IDLE;
	end
	S_ATTACK: begin
		nxt_state = S_ATTACK_SU;
   end
	S_ATTACK_SU: nxt_state = S_ATTACK_ACT;
	S_ATTACK_ACT: nxt_state = S_ATTACK_REC;
	S_ATTACK_REC: begin
		nxt_state = S_IDLE;
		nxt_attacking = 0;
	end
	default: nxt_state = S_IDLE;
 endcase
end
always @(posedge clk or posedge reset) begin
	if (reset) begin
		state <= S_IDLE;
		x_pos <= MIN_X + 10;    
		attacking <= 0;
		attack_frame <= 0;
	end 
	else begin
		state <= nxt_state;
		x_pos <= nxt_x;
		attacking <= nxt_attacking;
		attack_frame <= nxt_attack_frame;
	end
end
endmodule
module Term_Project(
	input 		          		AUD_ADCDAT,
	inout 		          		AUD_ADCLRCK,
	inout 		          		AUD_BCLK,
	output		          		AUD_DACDAT,
	inout 		          		AUD_DACLRCK,
	output		          		AUD_XCK,
	input 		          		CLOCK2_50,
	input 		          		CLOCK3_50,
	input 		          		CLOCK4_50,
	input 		          		CLOCK_50,
	output		    [12:0]		DRAM_ADDR,
	output		     [1:0]		DRAM_BA,
	output		          		DRAM_CAS_N,
	output		          		DRAM_CKE,
	output		          		DRAM_CLK,
	output		          		DRAM_CS_N,
	inout 		    [15:0]		DRAM_DQ,
	output		          		DRAM_LDQM,
	output		          		DRAM_RAS_N,
	output		          		DRAM_UDQM,
	output		          		DRAM_WE_N,
	output		          		FPGA_I2C_SCLK,
	inout 		          		FPGA_I2C_SDAT,
	output		     [6:0]		HEX0,
	output		     [6:0]		HEX1,
	output		     [6:0]		HEX2,
	output		     [6:0]		HEX3,
	output		     [6:0]		HEX4,
	output		     [6:0]		HEX5,
	input 		     [3:0]		KEY,
	output		     [9:0]		LEDR,
	input 		     [9:0]		SW,
	output		          		VGA_BLANK_N, 
	output		     [7:0]		VGA_B,
	output		          		VGA_CLK,
	output		     [7:0]		VGA_G,
	output		          		VGA_HS,
	output		     [7:0]		VGA_R,
	output		          		VGA_SYNC_N,
	output		          		VGA_VS
);
wire reset = ~KEY[0];
wire clk_out, clk_out2;
wire        video_on;
wire        hsync, vsync;
wire [3:0]  bg_r, bg_g, bg_b;
wire [9:0] hcnt, vcnt;
wire [9:0] p1_x;
wire [2:0] p1_state;
wire p1_attacking;
wire [3:0] p1_attack_frame;
Clock_Divider #(.DIVISOR(2)) clock25(
.clk(CLOCK_50),
.reset(reset),
.clk_out(clk_out)
);
Clock_Divider #(.DIVISOR(833334)) clock60(
.clk(CLOCK_50),
.reset(reset),
.clk_out(clk_out2)
);
vga_background background(
.clk(clk_out),
.reset(reset),
.video_on(video_on),
.hsync(hsync),
.vsync(vsync),
.red(bg_r),
.green(bg_g),
.blue(bg_b),
.hcnt(hcnt),
.vcnt(vcnt)
);
FSM fsm1(
.clk(clk_out2),
.reset(reset),
.btn_left(~KEY[3]),
.btn_right(~KEY[1]),
.btn_attack(~KEY[2]),
.x_pos(p1_x),
.state(p1_state),
.attacking(p1_attacking),
.attack_frame(p1_attack_frame)
);
localparam [9:0] P1_Y = 120;
wire        sprite_on;
wire [3:0]  spr_r, spr_g, spr_b;
character_renderer player1 (
.video_on(video_on),
.hcnt(hcnt),
.vcnt(vcnt),
.x_pos(p1_x),
.y_pos(P1_Y),
.attacking(p1_attacking),
.state(p1_state),
.sprite_on(sprite_on),
.r(spr_r),
.g(spr_g),
.b(spr_b)
);
wire [3:0] final_r = sprite_on ? spr_r : bg_r;
wire [3:0] final_g = sprite_on ? spr_g : bg_g;
wire [3:0] final_b = sprite_on ? spr_b : bg_b;
assign VGA_R       = { final_r, 4'h0 };
assign VGA_G       = { final_g, 4'h0 };
assign VGA_B       = { final_b, 4'h0 };
assign VGA_CLK     = clk_out;
assign VGA_HS      = hsync;
assign VGA_VS      = vsync;
assign VGA_BLANK_N = video_on;
assign VGA_SYNC_N  = 1'b1;
endmodule
module character_renderer (
    input        video_on,      
    input  [9:0] hcnt, vcnt,    
    input  [9:0] x_pos,         
    input  [9:0] y_pos,         
	 input 		  attacking,
	 input  [2:0] state,      
    output       sprite_on,     
    output [3:0] r, g, b        
);
  wire in_x = (hcnt >= x_pos) && (hcnt < x_pos + 64);
  wire in_y = (vcnt >= y_pos) && (vcnt < y_pos + 240);
  wire in_hitbox_x = (hcnt >= x_pos + 64) && (hcnt < x_pos + 64 + 32);  
  wire in_hitbox_y = (vcnt >= y_pos + 80) && (vcnt < y_pos + 160);      
  wire attack_active = attacking;  
  assign sprite_on = video_on && ( (in_x && in_y) || 
                                  (attack_active && in_hitbox_x && in_hitbox_y) );
  localparam [3:0] CHAR_R = 4'hF;
  localparam [3:0] CHAR_G = 4'h0;
  localparam [3:0] CHAR_B = 4'h0;
  reg [3:0] hit_r, hit_g, hit_b;
  always @* begin
    case (state)
      4'd4: begin     
        hit_r = 4'h0; hit_g = 4'hF; hit_b = 4'h0;
      end
      4'd5: begin     
        hit_r = 4'h0; hit_g = 4'h0; hit_b = 4'hF;
      end
      4'd6: begin     
        hit_r = 4'hF; hit_g = 4'h8; hit_b = 4'h0;
      end
      default: begin  
        hit_r = 4'h0; hit_g = 4'hF; hit_b = 4'h0;
      end
    endcase
  end
  assign r = sprite_on ? (attack_active && in_hitbox_x && in_hitbox_y ? hit_r : CHAR_R) : 4'h0;
  assign g = sprite_on ? (attack_active && in_hitbox_x && in_hitbox_y ? hit_g : CHAR_G) : 4'h0;
  assign b = sprite_on ? (attack_active && in_hitbox_x && in_hitbox_y ? hit_b : CHAR_B) : 4'h0;
endmodule
module vga_background (
    input        clk,         
    input        reset,       
	 output       video_on,
    output       hsync,
    output       vsync,
    output [3:0] red,         
    output [3:0] green,
    output [3:0] blue,
	 output [9:0] hcnt,
	 output [9:0] vcnt
);
  vga_sync vsync_gen (
    .clk(clk),
    .reset(reset),
    .hsync(hsync),
    .vsync(vsync),
    .video_on(video_on),
    .hcnt(hcnt),
    .vcnt(vcnt)
  );
localparam [3:0] MAX_INTENSITY = 4'hF;
assign red   = video_on ? MAX_INTENSITY : 4'h0;
assign green = video_on ? MAX_INTENSITY : 4'h0;
assign blue  = video_on ? MAX_INTENSITY : 4'h0;
endmodule
module vga_sync (
    input  clk,           
    input  reset,         
    output reg hsync,     
    output reg vsync,     
    output      video_on, 
    output [9:0] hcnt,    
    output [9:0] vcnt     
);
  localparam H_VISIBLE   = 640;
  localparam H_FRONT_PORCH = 16;
  localparam H_SYNC_PULSE  = 96;
  localparam H_BACK_PORCH  = 48;
  localparam H_TOTAL     = H_VISIBLE + H_FRONT_PORCH + H_SYNC_PULSE + H_BACK_PORCH;  
  localparam V_VISIBLE   = 480;
  localparam V_FRONT_PORCH = 10;
  localparam V_SYNC_PULSE  = 2;
  localparam V_BACK_PORCH  = 33;
  localparam V_TOTAL     = V_VISIBLE + V_FRONT_PORCH + V_SYNC_PULSE + V_BACK_PORCH;  
  reg [9:0] h_cnt, v_cnt;
  always @(posedge clk) begin
    if (reset) begin
      h_cnt <= 0;
      v_cnt <= 0;
    end else begin
      if (h_cnt == H_TOTAL-1) begin
        h_cnt <= 0;
        if (v_cnt == V_TOTAL-1)
          v_cnt <= 0;
        else
          v_cnt <= v_cnt + 1;
      end else begin
        h_cnt <= h_cnt + 1;
      end
    end
  end
  always @(posedge clk) begin
    if (reset)
      hsync <= 1;
    else if (h_cnt >= H_VISIBLE + H_FRONT_PORCH &&
             h_cnt <  H_VISIBLE + H_FRONT_PORCH + H_SYNC_PULSE)
      hsync <= 0;
    else
      hsync <= 1;
  end
  always @(posedge clk) begin
    if (reset)
      vsync <= 1;
    else if (v_cnt >= V_VISIBLE + V_FRONT_PORCH &&
             v_cnt <  V_VISIBLE + V_FRONT_PORCH + V_SYNC_PULSE)
      vsync <= 0;
    else
      vsync <= 1;
  end
  assign video_on = (h_cnt < H_VISIBLE) && (v_cnt < V_VISIBLE);
  assign hcnt = h_cnt;
  assign vcnt = v_cnt;
endmodule
</file>
<file path="/design/flow/run.sh">
#!/bin/bash
# OpenROAD 26Q1-2900-gdf79404cd8, Yosys 0.63+post, stock flow scripts
make -C /OpenROAD-flow-scripts/flow DESIGN_CONFIG=/design/flow/config.mk WORK_HOME=/design/flow/orfs finish
</file>
==> impl_metrics.py <==
# Synthesis and PnR figures
metrics = {
    "hold_path": {
        "whs_path_depth": 1,
        "min_path_type": "register to register",
    },
    "place": {
        "placed_area_um2": 5110,
        "io_buffers": 20,
        "gp_congestion": 0.8910,
        "placed_cells": 758,
        "dp_hpwl_um": 6868,
    },
    "power_and_ir_drop": {
        "cellPowerDensity_nw_per_um2": 124.5,
        "max-vdd-ir-drop_mv": 0.2410,
        "p_leak_nw": 2.320,
    },
    "drt": {
        "via_count": 3627,
        "routedWlPerCell_um": 11.77,
        "avgViaCountPerCell": 4.735,
        "ant_nets": 0,
        "drt_iter0_markers": 191,
        "antennaDiodeCount": 0,
        "drt_wl_total_um": 9018,
        "first_pass_iters": 4,
        "drt_drc_violations_left": 0,
    },
    "global_routing": {
        "grt_pass1_wl_um": 15300,
        "grt_pass1_vias": 3274,
        "grt_max_degree": 60,
        "grt_util_all_layers_pct": 14.44,
        "overflow": 0,
        "antenna_found_initial": 0,
    },
    "die": {
        "core_area_um2": 12570,
        "dieArea_um2": 13280,
        "die_width_um": 115.2,
        "ios": 146,
        "die_y_um": 115.2,
        "initial_core_util_pct": 40.82,
        "fp-row-count": 41,
    },
    "job": {
        "maxCapViolations": 0,
        "warning_count": 73,
    },
    "worst_setup_path": {
        "path_max_fanout": 24,
        "critPathTopFamily": "flip-flops",
        "cp.arrival_ns": 1.62,
        "required_ns": 3.76,
        "critical_path.cell_chain": "clkdlybuf4s50_1",
        "critPathLaunchType": "register",
        "rr_worst_depth": 8,
        "cp_slowest_cell": "dfrtp_1",
        "worstSetupPathType": "register to output port",
        "cp_slowest_stage_delay_ns": 0.76,
        "cp.depth": 1,
        "cp_num_buf_inv": 1,
        "cp-end-kind": "output port",
    },
    "synthesis": {
        "netlist_instances": 578,
        "most_common_cell": "buf_4",
        "synth_top_flop_cell": "dfrtp_1",
        "ys_seq_share_pct": 34.02,
        "yosys-top-cells-count": "buf_4 (99), nor2_1 (54), dfrtp_1 (49)",
        "postSynthAreaPerCell_um2": 8.875,
        "ys.warnings.count": 83,
        "synth_async_sr_flop_share_pct": 70.27,
        "syn_area_um2": 5130,
        "yosys_area_um2": 5130,
        "synth.distinct_cells": 64,
        "synth_top_area_share_pct": 23.90,
        "synthTopCellsByArea": "dfrtp_1 (24%), buf_4 (14%), ha_1 (9.0%)",
        "ys_cells": 578,
        "synth.ff_latch_count": 74,
        "top_area_cell": "dfrtp_1",
        "edf_count": 0,
    },
    "clock_tree": {
        "htree_num_levels": 2,
        "cts_buffer_depth": 2,
        "path_clk_slew_ns": 0.05,
        "clock_tree.root_cell": "clkbuf_16",
        "cts_hold_buf": 0,
        "post_cts_buffers": 0,
        "ctsResizeCount": 0,
        "cts_buffers": 5,
        "clk_latency_ns": 0.27,
        "cts_tree": "yes",
    },
    "timing": {
        "unclocked_regs": 40,
        "tightest_slew_ns": 0.9731,
        "slew_violations": 0,
        "rsz0062_at_grt": "no",
        "max_freq_mhz": 391.1,
        "tns_ns": 0,
        "untimed_endpoints": 75,
        "finalHoldViolations": 0,
        "setup_viol": 0,
        "timing.final.crit_period_ns": 2.557,
        "fin_skew_ns": 0.001986,
        "slew_headroom_pct": 34.83,
        "fin_crit_sh_pct": 54.40,
    },
    "layout": {
        "syn2layout_area_growth_pct": 2.561,
        "layout-drive-gt1-share_pct": 3.704,
        "layout.cells.non_filler": 766,
        "fin_area_um2": 5261,
    },
    "outcome": {
        "status": "finished clean",
    },
}
[registers in the layout (all words and copies together), names as in the netlist]
name	cells
background.vsync_gen.hsync	1
background.vsync_gen.vsync	1
fsm1.attacking	1
clock60.clk_out	1
background.vsync_gen.h_cnt	10
clock60.count	32
fsm1.x_pos	10
clock25.clk_out	1
fsm1.state	7
background.vsync_gen.v_cnt	10
[logic make-up (layout without fill, tap and decap cells)]
| kind of cell | Yosys count | count (layout) | share of synthesized area (%) |
|---|---|---|---|
| xor+xnor | 40 | 40 | 6.829 |
| fa+ha+maj | 37 | 37 | 9.024 |
| simple gates | 190 | 190 | 18.83 |
| flops | 74 | 74 | 34.02 |
| compound gates | 95 | 95 | 13.24 |
| other cells | 2 | 104 | 0.1464 |
| buf+inv | 140 | 54 | 17.90 |
[area by class of cell]
class,count,area [um2]
tap,172,215.2
fill,1168,7307
timing repair buffer,22,210.2
clock inverter,2,12.51
clock buffer,6,138.9
inverter,24,90.09
multi-input combinational,466,2849
sequential,74,1745
[path summary, 6_finish.rpt]
kind | startpoint | to | slack, ns
max reg2reg | clock60.count[0] | clock60.clk_out | 2.53
min | clock60.count[0] | clock60.count[0] | 0.52
max in group asynchronous | KEY[0] | clock60.count[5] | 3.41
min in group asynchronous | KEY[0] | clock60.count[12] | 0.83
min reg2reg | clock60.count[0] | clock60.count[0] | 0.52
max | clock25.clk_out | VGA_CLK | 2.14
[routing by layer]
layer / share of wire (%) / vias up / GRT usage, %
li1: - / 1835 / -
met1: 48 / 1682 / 22.03
met2: 47 / 105 / 24.34
met3: 4.3 / 5 / 0.8579
met4: 0.50 / 0 / 0.6061
met5: 0 / - / 0
[stage by stage]
step	utilization [%]	hold WS, ns	power (mW)	setup slack [ns]
2_1_floorplan	-	0.4751	0.3770	2.978
3_3_place_gp	40.66	0.4964	0.3436	2.383
3_5_place_dp	40.66	0.5121	0.3433	2.385
4_1_cts	41.86	0.5241	0.6666	2.089
5_1_grt	41.86	0.5509	0.6899	1.999
6_report	41.86	0.5206	0.6551	2.143
[cell usage in the layout, fill, tap and decap left out, types with 3 or more instances in the layout]
cell type        synthesis  final
conb_1                   2    104
nor2_1                  54     54
dfrtp_1                 49     49
nand2_1                 39     39
ha_1                    37     37
inv_1                   24     24
nand3_1                 23     23
a21oi_1                 23     23
xor2_1                  22     22
dfxtp_1                 22     22
clkdlybuf4s50_1          0     19
xnor2_1                 18     18
nand4_1                 14     14
nor3_1                  13     13
o21ai_0                 12     12
nand2b_1                 7      7
o22ai_1                  7      7
o21a_1                   6      6
o31ai_1                  6      6
and3_1                   5      5
and2_1                   5      5
a21o_1                   5      5
clkbuf_16                0      5
nor4_1                   4      4
a2111oi_0                4      4
a31oi_1                  4      4
o32a_1                   4      4
or3_1                    3      3
nor2b_1                  3      3
a221oi_1                 3      3
nor3b_1                  3      3
dfstp_2                  3      3
[power breakdown]
| part | total, mW | internal [mW] | switching (mW) | leakage, nW |
|---|---|---|---|---|
| Combinational | 0.0308 | 0.00867 | 0.0221 | 1.40 |
| Clock | 0.318 | 0.209 | 0.109 | 0.0729 |
| Sequential | 0.306 | 0.302 | 0.00413 | 0.846 |
| Total | 0.655 | 0.520 | 0.136 | 2.32 |
Power figures rest on the tool's default switching activity, not on a simulated workload.
